===== /design/flow/constraint.sdc =====
current_design PWMgen

set clk_period 6.2
set clk_io_pct 0.2

create_clock -name clk0 -period $clk_period [get_ports {clk}]

set non_clock_inputs [all_inputs -no_clocks]
set_input_delay [expr $clk_period * $clk_io_pct] -clock clk0 $non_clock_inputs
set_output_delay [expr $clk_period * $clk_io_pct] -clock clk0 [all_outputs]

===== /design/flow/config.mk =====
export PLATFORM = sky130hd
export DESIGN_NAME = PWMgen
export DESIGN_NICKNAME = PWMgen
export VERILOG_FILES = /design/flow/design.v
export SDC_FILE = /design/flow/constraint.sdc
export NUM_CORES = 4
export LEC_CHECK = 1
export CORE_UTILIZATION = 50

===== /design/flow/run.sh =====
#!/bin/bash
# OpenROAD 26Q1-2900-gdf79404cd8, Yosys 0.63+post, stock flow scripts
make -C /OpenROAD-flow-scripts/flow DESIGN_CONFIG=/design/flow/config.mk WORK_HOME=/design/flow/orfs finish

===== /design/flow/design.v =====
`timescale 100ms/1ms
module PWMgen
 (
 clk,  
 increase_duty,  
 decrease_duty,  
 PWM_OUT  
    );
 input clk;
 input increase_duty;
 input decrease_duty;
 output PWM_OUT;
 wire slow_clk_enable;  
 reg[27:0] counter_debounce=0; 
 wire tmp1,tmp2,duty_inc; 
 wire tmp3,tmp4,duty_dec; 
 reg[9:0] counter_PWM=0; 
 reg[9:0] DUTY_CYCLE=500;  
 reg[17:0] autorep_counter=0;
 always @(posedge clk)
 begin
   counter_debounce <= counter_debounce + 1;
   if(counter_debounce>=1) 
    counter_debounce <= 0;
 end
 assign slow_clk_enable = counter_debounce == 1 ?1:0;
 DFF_PWM PWM_DFF1(clk,slow_clk_enable,increase_duty,tmp1);
 DFF_PWM PWM_DFF2(clk,slow_clk_enable,tmp1, tmp2); 
 assign duty_inc =  tmp1 & (~ tmp2) & slow_clk_enable;
 DFF_PWM PWM_DFF3(clk,slow_clk_enable,decrease_duty, tmp3);
 DFF_PWM PWM_DFF4(clk,slow_clk_enable,tmp3, tmp4); 
 assign duty_dec =  tmp3 & (~ tmp4) & slow_clk_enable;
 always @(posedge clk)
 begin
   if(increase_duty == 1  && duty_inc==0 && DUTY_CYCLE <= 999)
   begin
   #5;
   if(increase_duty == 1  && duty_inc==0 && DUTY_CYCLE <= 999)
	begin
		if(autorep_counter < 99999)
		 autorep_counter <= autorep_counter + 1;
		else
		begin
		 DUTY_CYCLE <= DUTY_CYCLE + 1;
		 autorep_counter <= 0;
		end
    end
   end
   else if(decrease_duty == 1  && duty_dec==0 && DUTY_CYCLE >= 1)
   begin
   #5;
   if(decrease_duty == 1  && duty_dec==0 && DUTY_CYCLE >= 1)
   begin
		if(autorep_counter < 99999)
		 autorep_counter <= autorep_counter + 1;
		else
		begin
		 DUTY_CYCLE <= DUTY_CYCLE - 1;
		 autorep_counter <= 0;
		end
    end
   end
   if(duty_inc==1 && DUTY_CYCLE <= 999)
   begin
    DUTY_CYCLE <= DUTY_CYCLE + 10; 
    autorep_counter <= 0;
   end
   else if(duty_dec==1 && DUTY_CYCLE>=1)
    begin
    DUTY_CYCLE <= DUTY_CYCLE - 10; 
    autorep_counter <= 0;
   end 
 end 
 always @(posedge clk)
 begin
   counter_PWM <= counter_PWM + 1;
   if(counter_PWM>=999) 
    counter_PWM <= 0;
 end
 assign PWM_OUT = counter_PWM < DUTY_CYCLE ? 1:0;
endmodule
module DFF_PWM(clk,en,D,Q);
input clk,en,D;
output reg Q;
always @(posedge clk)
begin 
 if(en==1)  
  Q <= D;
end 
endmodule 

==> deck_impl_summary.md <==
Implementation Results

STA
  – Actual transition at the worst max-transition pin: 850 ps
  – Final-report setup violation count: 0
  – Final worst clock skew: 4.10 ps
  – Final worst path period share: a little under two thirds
  – Tightest slew margin relative to the limit: 42.6%
  – Max-slew violations: 0
  – Post-layout minimum cycle time: 3940 ps
  – Final Hold Vio Count: 0
  – Setup repair after global routing missed its margin: false
  – Hold slack: 469 ps
  – Highest Clock Rate: 0.254 GHz
  – Total negative slack for setup checks: 0 ps

Floorplan
  – Count of boundary I/O pins: 4
  – FP Core Util: ~52%
  – Die boundary height: 86.0 um
  – Placeable Area: 6790 um2
  – Total die area: 7390 um2
  – Number of placement rows: 30
  – Chip Width: between 80 and 90 um

Synth
  – Warning count from the yosys run: 2
  – Top cells by count, synth: dfxtp_1, nor2_1, ha_1, nand2_1, xnor2_1
  – Avg Inst Size Synth: about 9.7 um2
  – Proportion of netlist area held by the largest area contributor: 31.8%
  – Cell with the most instances after synthesis: dfxtp_1
  – Main synth FF type: dfxtp_1
  – Fraction of registers with async set/reset: 0%
  – Portion of the post-synthesis area used by sequential elements: between 40 and 50%
  – Cells taking the most area after synthesis: dfxtp_1, edfxtp_1, ha_1
  – Cell area after technology mapping: between 3000 and 4000 um2
  – Flops out of synthesis: 70
  – Cell type with the largest total area: dfxtp_1
  – EDFF count, synth: 14
  – Distinct cell type count of the synthesized netlist: 60
  – Yosys stat area: about 3500 um2
  – Gate Count Post-Synth: 363
  – Yosys stat cell total: 363

Power
  – Switching power: ~0.24 mW
  – Clock Power Share: 38.9%
  – Worst IR drop on VDD: 0.173 mV
  – Gate power share: a little under 7%
  – Net switching share of the total power: 24.7%
  – Sequential group share of total power: 54.3%
  – Internal portion of total power: 0.724 mW
  – PwrDens: between 200 and 250 nW/um2
  – Leakage power: between 1.5 and 2 nW

Clocking
  – H-tree level count: 3
  – CTS sink cnt: 70
  – Clock transition at the registers of the reported paths: roughly 70 ps
  – CTS Buffer Depth: 2
  – Number of hold-repair buffers added at the cts stage: 0
  – CTS tree: yes
  – Buffer count from post-CTS setup fixing: 0
  – Cells resized by post-CTS repair: 0
  – Cell at the root of the clock tree: clkbuf_8
  – Number of CTS-inserted buffers: 9
  – Insertion delay to the later sink of the worst-skew pair: 340 ps

Layout
  – Number of fillers in the final layout: around 590
  – Syn-to-layout area delta: 11.5%
  – Share of final-layout standard cells stronger than drive strength 1: 9.05%

Place
  – Total of buffers placed on input and output ports: 3
  – Detailed Place HPWL: 4500 um
  – GPL Wtd Cong: ~0.91

Drt
  – Vias per Instance: 5.09
  – Antenna diodes: 0
  – Overall via count from detail_route: 2513
  – Routed wirelength normalized by instance count: 13.0 um
  – Detailed-routing iteration count for the pre-antenna-repair pass: 4
  – Drt drc: 0
  – DRT iter0 DRCs: 118
  – WL final: about 6400 um
  – Antenna violation net count after detailed routing: 0

GRT
  – Met3 GRT Util: 4.69%
  – GR Layer Usage met1: 31.7%
  – Number of global-route vias before repair: 2293
  – Sum of overflow across all layers after global routing: 0
  – Maximum number of pins on one net before global-route repair: 28
  – Met2 global-route usage: 28.9%
  – Global-route total usage across every layer: 19.5%
  – Initial antenna violation count: 0
  – Global-route wire length before repair: 11000 um
  – Global-route layer with the greatest usage: met1

Worst setup path
  – Worst-path fanout max: 9
  – CP Data Arrival Time: 2700 ps
  – Category of the worst setup path launch point: register
  – Cells on worst reg2reg path: 6
  – Reg-to-reg critical path endpoint: DUTY_CYCLE[8]$_DFFE_PP_
  – Startpoint of the lowest-slack register-to-register path: DUTY_CYCLE[3]$_DFFE_PP_
  – Required arrival time at the worst endpoint: 4960 ps
  – Most common cell on crit path: a21o_1
  – Crit Path Class: register to primary output
  – Delay of the slowest cell on the worst path: 510 ps
  – Critical path, cell by cell: inv_1 -> ha_1 -> a21o_1 -> a21o_1 -> a21oi_1 -> nor2b_1 -> o21ai_0 -> a211o_1 -> clkdlybuf4s50_1
  – Master of the slowest instance on the critical path: edfxtp_1
  – Endpoint class of the critical path: primary output
  – Slack of the worst reg-to-reg path: 3280 ps

Min path
  – HP Class: register to register
  – Worst hold stages: 1
  – Min-delay src: counter_PWM[0]$_SDFF_PP0_
  – Min-Delay Endpoint: counter_PWM[0]$_SDFF_PP0_

Job
  – OpenROAD warning count: 31
  – Total of max-cap violations: 0

Status
  – Run status: complete, no violations
==> per-stage QoR <==
| stage | total power, mW | setup slack (ps) | cell area, um2 | cells | utilization [%] |
|---|---|---|---|---|---|
| 6_report | 0.962 | 2260 | 3930 | 494 | 57.8 |
| 5_1_grt | 1.01 | 2080 | 3930 | 494 | 57.8 |
| 4_1_cts | 0.975 | 2250 | 3930 | 494 | 57.8 |
| 3_5_place_dp | 0.598 | 2660 | 3720 | 478 | 54.8 |
| 3_3_place_gp | 0.597 | 2660 | 3720 | 478 | 54.8 |
| 2_1_floorplan | 0.583 | 3350 | 3620 | 387 | - |
==> critical path: cells and delay by family, from the launching register on <==
family	cells	cell delay [ps]
buf+inv	2	670
simple gates	1	50
fa+ha+maj	1	270
flops	1	510
compound gates	5	860
==> power groups by stage <==
| stage | registers (mW) | clock network [mW] | logic, mW |
|---|---|---|---|
| 4_1_cts | 0.522 | 0.387 | 0.0662 |
| 5_1_grt | 0.527 | 0.407 | 0.0761 |
| 6_report | 0.522 | 0.374 | 0.0659 |
==> routing by layer <==
metal,vias to the layer above,part of all wire (%)
met2,40,43
met1,1128,51
met5,-,0
met3,6,4.3
li1,1339,-
met4,0,1.1
==> state kept, by name (all words and copies together) (netlist names) <==
| name | cells |
|---|---|
| counter_debounce | 28 |
| PWM_DFF4.Q | 1 |
| PWM_DFF3.Q | 1 |
| DUTY_CYCLE | 10 |
| autorep_counter | 18 |
| counter_PWM | 10 |
| PWM_DFF2.Q | 1 |
| PWM_DFF1.Q | 1 |
==> layout by cell type, fill, tap and decap left out, types with 2 or more instances in the layout <==
cell,count
nor4_1,7
dfxtp_1,56
nand2b_1,6
xnor2_1,16
o21ai_1,2
a31oi_1,3
o21bai_1,2
clkbuf_16,2
clkdlybuf4s50_1,3
nor3_1,2
and2_1,3
clkinv_4,2
o211ai_1,5
xor2_1,14
edfxtp_1,14
nor2b_1,4
conb_1,25
nor4_2,3
ha_1,20
and3b_1,2
a21oi_1,12
or3_1,2
mux2i_1,7
o21a_1,2
clkbuf_8,9
nor2_1,46
nand2_1,20
or4_1,3
o21ba_2,2
o221ai_1,3
inv_1,15
a21o_1,3
o21ai_0,15
nand4_1,14
nand4b_1,2
nand3_1,15
and3_1,9
==> how the worst max path moves through the flow <==
stage,start,end,slack [ps]
final,DUTY_CYCLE[1]$_DFFE_PP_,PWM_OUT,2260
after global routing,DUTY_CYCLE[1]$_DFFE_PP_,PWM_OUT,2080
after CTS,DUTY_CYCLE[1]$_DFFE_PP_,PWM_OUT,2250
==> layout make-up <==
type	instances	area, um2	area share, %
clock inverters	4	32.5	0.828
flip-flops and latches	70	1540	39.2
clock buffers	12	178	4.52
multi-input cells	293	1960	50.0
well taps	96	120	3.06
inverters	15	56.3	1.43
repair buffers	4	37.5	0.955
==> kinds of logic (layout without fill, tap and decap cells) <==
family,count (synthesis),count (layout),share of synthesized area [%]
flip-flops,70,70,43.7
other,1,25,0.106
XOR/XNOR,30,30,7.45
AND-OR/OR-AND,62,62,12.5
adder cells (fa/ha/maj),20,20,7.10
multiplexers,8,8,2.31
AND/OR/NAND/NOR,148,148,23.7
buffers and inverters,24,35,3.12
Power is estimated from default activity; no workload was simulated.
