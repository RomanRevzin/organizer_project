[flow/design.v]
module zero_comp
(
	input[31:0] in,
	output out
);
assign out = !(in == 0);
endmodule
[flow/config.mk]
export PLATFORM = sky130hd
export DESIGN_NAME = zero_comp
export DESIGN_NICKNAME = zero_comp
export VERILOG_FILES = /design/flow/design.v
export SDC_FILE = /design/flow/constraint.sdc
export NUM_CORES = 4
export LEC_CHECK = 1
export CORE_AREA = 10 10 70 70
export DIE_AREA = 0 0 80 80
[flow/run.sh]
#!/bin/bash
# OpenROAD 26Q1-2900-gdf79404cd8, Yosys 0.63+post, stock flow scripts
make -C /OpenROAD-flow-scripts/flow DESIGN_CONFIG=/design/flow/config.mk WORK_HOME=/design/flow/orfs finish
[flow/constraint.sdc]
current_design zero_comp

set clk_period 1.1
set clk_io_pct 0.2

create_clock -name clk0 -period $clk_period

set non_clock_inputs [all_inputs -no_clocks]
set_input_delay [expr $clk_period * $clk_io_pct] -clock clk0 $non_clock_inputs
set_output_delay [expr $clk_period * $clk_io_pct] -clock clk0 [all_outputs]
==> impl_metrics.env <==
# flow metrics
export IMPL_status="finished with violations"
export IMPL_violations="setup timing"
export IMPL_slew_violations=0
export IMPL_pwr_share_comb_pct=100.0
export IMPL_synth_distinct_cells=4
export IMPL_diodes=0
export IMPL_drive_gt1_share_pct=77.3
export IMPL_drv_cap=0
export IMPL_hold_buffers=0
export IMPL_logic_family="simple AND/OR/NAND/NOR gates"
export IMPL_top_cells_by_area="nor4_1 58%, nand4_1 17%, nor4_2 17%"
export IMPL_slew_headroom_pct=86.0
export IMPL_dp_hpwl_um=903
export IMPL_die_area_mm2=0.00640
export IMPL_arrival_ps=1040
export IMPL_warnings=34
export IMPL_clock_power_share_pct=0
export IMPL_ys_sh_adder_pct=0
export IMPL_p_per_area_mw_per_mm2=254
export IMPL_rsz0062_at_grt="true"
export IMPL_drt_antenna_violating_nets=0
export IMPL_worstSetupPathType="primary input to output pin"
export IMPL_rows=21
export IMPL_p_seq_share_pct=0
export IMPL_setup_viol=1
export IMPL_drt_wl_total_um=1020
export IMPL_synthCells=11
export IMPL_cp_slowest_stage_delay_ps=250
export IMPL_fmax_mhz=794
export IMPL_fin_cells=90
export IMPL_fp_dieH_um=80
export IMPL_drtPass1Iterations=1
export IMPL_p_int_mw=0.0816
export IMPL_hp_class="primary input to output pin"
export IMPL_fp_util_pct=2.20
export IMPL_synth_seq_share_pct=0
export IMPL_synthMuxAreaShare_pct=0
export IMPL_drcViolationCount=0
export IMPL_setup_ws_ps=-160
export IMPL_cp_data_required_time_ps=880
export IMPL_setup_tns_ps=-160
export IMPL_drt_iter0_markers=0
export IMPL_grt_pass1_wl_um=1390
export IMPL_worstSetupEndpointType="output pin"
export IMPL_dpl_cell_count=90
export IMPL_start_kind="primary input"
export IMPL_post_dp_cell_area_um2=463
export IMPL_crit_path_top_delay_cell="nor4_4"
export IMPL_worst_pin_slew_ps=208
export IMPL_swShare_pct=34.1
export IMPL_flop_area_um2=0
export IMPL_ys_cells=11
export IMPL_io_pin_count=33
export IMPL_areaGrowthSynthToFinish_pct=548
export IMPL_syn_area_um2=75.1
export IMPL_fillers=395
export IMPL_viasPerCell=2.70
export IMPL_most_common_cell="nor4_1"
export IMPL_wl_per_cell_um=11.3
export IMPL_via_count=243
export IMPL_grt_usage_pct=2.75
export IMPL_top_area_share_pct=58.3
export IMPL_min_period_ps=1260
export IMPL_globalRouteOverflowTotal=0
export IMPL_synth_top_cell_by_area="nor4_1"
export IMPL_ys_chip_area_um2=75.1
export IMPL_vdd_ir_drop_worst_v=0.0000384
export IMPL_p_leak_nw=0.171
export IMPL_compound_area_share_pct=0
export IMPL_grt_pass1_vias=268
export IMPL_hold_viol=0
export IMPL_fp_dieW_um=80
export IMPL_grt_max_degree=2
export IMPL_yosys_warnings=0
export IMPL_p_switching_mw=0.0422
export IMPL_simple_gate_share_pct=100
export IMPL_cp_top_family="simple AND/OR/NAND/NOR gates"
export IMPL_ys_top_cells_by_count="7 x nor4_1, 2 x nand4_1, 1 x nor4_2, 1 x or2_1"
export IMPL_worstPathCellList="buf_8 > nor4_4 > nand4_1 > or2_1 > buf_2"
export IMPL_timing_final_crit_share_pct=115
export IMPL_xor_area_share_pct=0
export IMPL_port_buffers=33
export IMPL_cp_max_fo=1
export IMPL_crit_buf_inv=2
export IMPL_cts_post_setup_buffers_inserted=0
export IMPL_syn_mean_instance_area_um2=6.82
export IMPL_postLayoutCellArea_um2=487
export IMPL_hold_slack_ps=783
export IMPL_fp_coreArea_mm2=0.00342
export IMPL_flops=0
export IMPL_gp_congestion=0.876
export IMPL_antenna_found_initial=0
export IMPL_n_clock_buffer=0
[cells by family after synthesis]
group | Yosys count
simple gates | 11
[worst min-delay path, delay by kind of cell]
family / cells / cell delay (ps)
buf+inv: 2 / 160
simple gates: 3 / 180
[layer usage]
metal | GRT usage, % | up-vias | routed length [um]
met5 | 0 | - | 0
met4 | 0 | 0 | 0
met3 | 2.50 | 0 | 234
met2 | 3.69 | 27 | 329
met1 | 3.36 | 97 | 456
li1 | - | 119 | -
[path summary, 6_finish.rpt]
check / startpoint / end / slack [ps] / cells past startpoint
setup / recovery: in[18] / out / -160 / 5
hold / removal: in[10] / out / 780 / 5
[what timing repair did]
action / 4_1_cts / 5_1_grt
pin swaps: 11 / 7
endpoints found under the setup margin: 1 / 1
gates resized: 103 / 17
[power by group through the flow]
| stage | Combinational [mW] | Clock [mW] | Sequential, mW |
|---|---|---|---|
| final | 0.124 | 0 | 0 |
| after global routing | 0.131 | 0 | 0 |
| after CTS | 0.102 | 0 | 0 |
[cell type report]
class                           count  area (um^2)  share of cell area (%)
Multi-Input combinational cell     11          163                    33.4
Tap cell                           46         57.6                    11.8
Timing Repair Buffer               33          267                    54.8
[cell usage in the layout (no fill, tap or decap)]
master / count
buf_8: 1
nor4_4: 5
buf_6: 9
nor4_2: 3
clkbuf_2: 2
clkdlybuf4s15_1: 7
buf_2: 14
nand4_1: 2
or2_1: 1
[stage by stage]
step           setup WS, ps  total power, mW  util [%]
6_report               -160            0.124      14.2
3_5_place_dp           -895            0.122      13.6
2_1_floorplan           115          0.00580         -
5_1_grt                -228            0.131      14.2
4_1_cts                -194            0.102      12.5
3_3_place_gp           -900            0.121      13.6
Power figures rest on the tool's default switching activity, not on a simulated workload.
