[flow/run.sh]
#!/bin/bash
# OpenROAD 26Q1-2900-gdf79404cd8, Yosys 0.63+post, stock flow scripts
make -C /OpenROAD-flow-scripts/flow DESIGN_CONFIG=/design/flow/config.mk WORK_HOME=/design/flow/orfs finish
[flow/config.mk]
export PLATFORM = sky130hd
export DESIGN_NAME = flicker
export DESIGN_NICKNAME = flicker
export VERILOG_FILES = /design/flow/design.v
export SDC_FILE = /design/flow/constraint.sdc
export NUM_CORES = 4
export LEC_CHECK = 1
export CORE_AREA = 10 10 101 101
export DIE_AREA = 0 0 111 111
[flow/constraint.sdc]
current_design flicker

set clk_period 3.4
set clk_io_pct 0.2

create_clock -name clk0 -period $clk_period [get_ports {clk}]

set non_clock_inputs [all_inputs -no_clocks]
set_input_delay [expr $clk_period * $clk_io_pct] -clock clk0 $non_clock_inputs
set_output_delay [expr $clk_period * $clk_io_pct] -clock clk0 [all_outputs]
[flow/design.v]
module flicker
 (
 ena,
 clk, 
 out
    );
 input ena;
 input clk;
 output out;
 wire tmp_out;
 reg[27:0] tmp;
 always @(posedge clk)
 begin
	if(ena == 1)
	begin
		if(tmp == 25000000)
		begin
			tmp_out <= ~tmp_out;
			tmp <= 0;
		end
		else
			tmp <= tmp + 1;
	end
	else
	begin
		tmp <= 0;
		tmp_out <= 0;
	end
 end
 assign out = tmp_out;
endmodule 
==> job_summary.md <==
## Implementation flow summary

| Metric | Value |
|---|---|
| Status | `finished, final reports clean` |
| Synth Cell Area | `1410 um^2` |
| WHS Endpoint | `tmp[27]$_SDFF_PP0_` |
| Synth mux share | `0%` |
| HPWL after detailed placement | `1950 um` |
| Die height | `111 um` |
| Area grow syn2layout | `15.5%` |
| Layout cells sized above 1 | `6.51%` |
| Diode count | `0` |
| Synthesized registers | `29` |
| Ys async rst share | `0%` |
| Number of post-CTS setup repair buffers | `0` |
| Logic area | `774 um^2` |
| Max FO, Critical Path | `9` |
| AO/OA Area Share | `11.8%` |
| GR Util met2 | `6.72%` |
| Cell area leaders | `dfxtp_1, xnor2_1, nor2_1, or4_1, nand4_1` |
| Largest net degree at the start of global routing | `29` |
| Period utilisation layout | `62.1%` |
| GR Overflow Total | `0` |
| Reg2reg setup slack | `1290 ps` |
| Clock buffer depth | `2` |
| Yosys stat area | `1410 um^2` |
| Clk pwr share | `43.6%` |
| Final Setup Violations | `0` |
| Worst-path clk slew | `60 ps` |
| Antenna viol nets, final | `0` |
| Top cell area share | `41.1%` |
| WHS Path Cells | `2` |
| Yosys top cell by instances | `dfxtp_1` |
| Routed length per instance | `10.3 um` |
| RSZ-0062 raised after global routing | `no` |
| Finished Layout Cells | `274` |
| Initial cell density of the core | `17.4%` |
| Combinational power share | `2.5%` |
| Crit path DAT | `2320 ps` |
| Met3 GRT Util | `1.59%` |
| Clock root buffer master | `clkbuf_8` |
| M1 GR Usage | `6.13%` |
| Vias | `1190` |
| Row count | `33` |
| Post-Place Cells | `267` |
| Pleak | `0.442 nW` |
| Die x size | `111 um` |
| Pint | `509 uW` |
| Post-Synthesis Cells | `166` |
| Synth Seq Share | `41.1%` |
| Upper clock frequency limit | `0.474 GHz` |
| CTS Buf Count | `5` |
| DR pass1 iterations | `4` |
| Post-DP Area | `1540 um^2` |
| CP Launch Type | `register` |
| Hold WC Path Type | `reg2reg` |
| Most Crowded Layer GR | `met2` |
| DRC violations left | `0` |
| GRT Resource Usage Total | `4.46%` |
| Vias in the first global route | `1039` |
| Yosys cell types | `31` |
| VDD IR max | `192 uV` |
| Hold Vio Cnt, Final | `0` |
| Pwr/cell area | `395 nW/um^2` |
| Yosys cell count | `166` |
| FF-to-FF Start | `tmp[0]$_SDFF_PP0_` |
| Port bufs | `2` |
| Worst path required time | `3610 ps` |
| Synth cell count leaders | `dfxtp_1, nor2_1, a21oi_1, xnor2_1, nand4_1` |
| Actual slew at the worst max-slew pin | `794 ps` |
| And+or+nand+nor area frac | `32.4%` |
| DRT iter0 DRCs | `52` |
| Yosys adder share | `1.77%` |
| Sw Pwr | `134 uW` |
| IO Pins | `3` |
| Clk Latency, worst-skew pair | `280 ps` |
| Clock sinks | `29` |
| CTS tree | `built` |
| First-pass GRT wire length | `4860 um` |
| Worst-case reg-to-reg path depth | `5` |
| Core Area | `8130 um^2` |
| Number of fillers in the final layout | `874` |
| Worst Clk Skew | `5.31 ps` |
| Final min period | `2110 ps` |
| Post-Route WL | `2820 um` |
| Reg-to-reg endpoint | `tmp[20]$_SDFF_PP0_` |
| Initial antenna violation count | `0` |
| Main logic family | `simple AND/OR/NAND/NOR gates` |
| Seq pwr share | `53.9%` |
| Synthesized area per cell | `8.50 um^2` |
| Max_slew headroom | `46.6%` |
| Max cap viols | `0` |
| Finished Cell Area | `1630 um^2` |
| EDFF count, synth | `0` |
| Xor/xnor share of the synthesized area | `8.69%` |
| Post-CTS resize count | `0` |
| Crit path kind | `reg2reg` |
| Post-synth top area cell | `dfxtp_1` |
| Tool warning count | `26` |
| Min-delay src | `tmp[27]$_SDFF_PP0_` |
| Yosys warnings | `3` |
| Drt via density | `4.34` |
| Die Area | `12300 um^2` |
| Slew Limit Fails | `0` |
| Hold Buf Count CTS | `0` |
| GP Congestion | `0.819` |
| Critical Path End Type | `register` |
| Dominant register cell | `dfxtp_1` |
| H-tree levels | `2` |
| Sw frac | `20.9%` |
| Setup TNS | `0 ps` |
| Sequential cell area | `581 um^2` |
## metal layers
layer	vias up	part of all wire [%]
met5	-	0
met4	0	1.3
met3	7	5.1
met2	21	43
met1	543	50
li1	619	-
## final cells by class
class | instances | area share, %
multi-input combinational | 122 | 47.5
tap | 105 | 8.06
inverter | 8 | 1.84
clock buffer | 7 | 5.30
timing repair buffer | 3 | 1.69
sequential | 29 | 35.6
## cell families after synthesis
logic type                 after synthesis
AOI/OAI and AO/OA                       27
xor gates and xnor gates                14
adders and majority gates                2
buffers and inverters                   15
DFF                                     29
and+or+nand+nor                         79
## flip-flops by register name, indices dropped and copies added (netlist names)
signal,cells
tmp,28
tmp_out,1
## worst max-delay path by stage
stage                           endpoint              start  slack (ps)
after CTS             tmp[20]$_SDFF_PP0_  tmp[0]$_SDFF_PP0_        1280
after global routing  tmp[20]$_SDFF_PP0_  tmp[0]$_SDFF_PP0_        1160
final                 tmp[20]$_SDFF_PP0_  tmp[0]$_SDFF_PP0_        1290
## cells in the final DEF (no fill, tap or decap), types with 3 or more instances in the layout
cell | Yosys | layout
or3_1 | 4 | 4
nand2_1 | 7 | 7
nor3_1 | 4 | 4
o21ai_0 | 3 | 3
nand4_1 | 10 | 10
clkbuf_8 | 0 | 6
a21oi_1 | 12 | 12
nor4_1 | 4 | 4
nor2_1 | 21 | 21
nand3_1 | 9 | 9
or4_1 | 9 | 9
dfxtp_1 | 29 | 29
o31ai_1 | 7 | 7
xnor2_1 | 11 | 11
inv_1 | 8 | 8
xor2_1 | 3 | 3
## worst max-delay path, cell delays in order, from the launching register on
cell and delay (ps):
dfxtp_1 410, ha_1 230, nand3_1 150, or4_1 590, or4_1 510, a21oi_1 160
## per-stage QoR
stage	worst slack, ps	util, %	hold slack [ps]	total power [mW]
5_1_grt	1160	20.0	515	0.679
4_1_cts	1280	20.0	486	0.652
6_report	1290	20.0	481	0.644
2_1_floorplan	1480	-	446	0.365
3_5_place_dp	1310	19.0	475	0.371
3_3_place_gp	1350	19.0	469	0.370
## power by group through the flow
stage	combinational (mW)	clock (mW)	sequential, mW
4_1_cts	0.0165	0.289	0.347
6_report	0.0161	0.281	0.347
5_1_grt	0.0189	0.312	0.347
No activity file was given, so power comes from the tool's default toggle rates.
